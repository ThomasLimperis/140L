`config.mk`:
```
export PLATFORM = sky130hd
export DESIGN_NAME = robs_control_unit_micro
export DESIGN_NICKNAME = robs_control_unit_micro
export VERILOG_FILES = /design/flow/design.v
export SDC_FILE = /design/flow/constraint.sdc
export NUM_CORES = 4
export LEC_CHECK = 1
export CORE_AREA = 10 10 70 70
export DIE_AREA = 0 0 80 80
```
`constraint.sdc`:
```
current_design robs_control_unit_micro

set clk_period 2.1
set clk_io_pct 0.2

create_clock -name clk0 -period $clk_period [get_ports {clk}]

set non_clock_inputs [all_inputs -no_clocks]
set_input_delay [expr $clk_period * $clk_io_pct] -clock clk0 $non_clock_inputs
set_output_delay [expr $clk_period * $clk_io_pct] -clock clk0 [all_outputs]
```
`design.v`:
```
module mux5 (input        d0, d1, d2, d3, d4,
             input [2:0]  s, 
             output logic y);
always_comb begin    
if(s == 0) begin
	y = d0;
end else if (s == 1) begin
	y = d1;
end else if (s == 2) begin
	y = d2;
end else if (s == 3) begin
	y = d3;
end else if (s == 4) begin
	y = d4;
end else
	y = 0;
end
endmodule
module robs_control_unit_micro(
	input clk, reset,
	input zq, zy, zr,
	output[14:0] c,
	output logic done
	);
    wire load_incr;
    wire [4:0] upc;
    wire [22:0] uinstr;
    upcreg upc_reg(clk, reset, load_incr, uinstr[19:15], upc);
    mux5 cs_mux(1'b0, zq, zr, zy, 1'b1, uinstr[22:20], load_incr);
    rom control_memory(upc, uinstr);
	assign c = uinstr[14:0];
    always_latch 
      if     (reset)     done = 0;
      else if(upc == 17) done = 1;
endmodule
module rom(
  input       [ 4:0] addr, 
  output logic[22:0] data);
  logic  [22:0] mem[18];     
  initial begin
    for(int i=0; i<18; i++) begin
      mem[i] = '0;			 
    end
    mem[00] = 23'b00000001000000000000011;
    mem[01] = 23'b00000010000000000001100;
    mem[02] = 23'b00000011000001100000000;
    mem[03] = 23'b00101100000000000000000;
    mem[04] = 23'b01000110000000000000000;
    mem[05] = 23'b00000110000010100100000;
    mem[06] = 23'b01101001000000000000000;
    mem[07] = 23'b00001000001000000000000;
    mem[08] = 23'b10001010000000000000000;
    mem[09] = 23'b00001010001100000000000;
    mem[10] = 23'b00001011010001101010000;
    mem[11] = 23'b10000011000000000000000;
    mem[12] = 23'b01001110000000000000000;
    mem[13] = 23'b00001110000000100100000;
    mem[14] = 23'b00001111001000000000000;
    mem[15] = 23'b00010000000001101010000;
    mem[16] = 23'b00010001100000010001000;
    mem[17] = 23'b10010001000000000000000;
  end
assign data = mem[addr];
endmodule
module upcreg(
  input              clk,
  input              reset,
  input              load_incr,
  input [4:0]        upc_next,
  output logic [4:0] upc);
  always_ff @ (posedge clk, posedge reset) begin
	if (reset) begin
		upc <= 0;
	end else if ( reset == 0 && load_incr == 0)begin
		upc <= upc +1;
	end else begin
		upc <= upc_next;
	end
  end
endmodule  
```
`run.sh`:
```
#!/bin/bash
# OpenROAD 26Q1-2900-gdf79404cd8, Yosys 0.63+post, stock flow scripts
make -C /OpenROAD-flow-scripts/flow DESIGN_CONFIG=/design/flow/config.mk WORK_HOME=/design/flow/orfs finish
```
==> summary.txt <==
impl run done, here's what came out: run status=finished, violations left, failing checks=setup timing, worst vdd ir=0.509 mV, OpenROAD warnings=31, Tcrit/Tclk final=101%, Pre-Repair DR Iteration Count=4, Worst setup EP type=flip-flop, pre-CTS WS=9.79 ps, top post-synthesis cells by area=dfrtp_1 20%, ha_1 12%, mux2i_1 7.8%, a21oi_1 5.5%, nor2_1 5.3%, # setup viols final=2, endpoints failing hold=0, Pleak=0.621 nW, comb area leader=AND-OR/OR-AND gates, worst rel slew slack=roughly 73%, fill cell count=321, routed via count=slightly above 800, #FFs+latches synth=6, area leader, netlist=dfrtp_1, PnR worst setup slack=-20.9 ps, Detail Route Antenna Nets=0, Core ar.=3420 µm², remaining global-route overflow=0, clk root buf=clkbuf_4, Routed WL=2470 µm, clk slew on worst S/H paths=50 ps, chip area in the Yosys report=639 µm², die area=6400 µm², Crit path max-delay family=AND-OR/OR-AND gates, Yosys Instances=just over 80, antenna violations before repair=0, met2 wire length=1090 µm, Fin Clk Skew=5.48 ps, antenna cell count=0, reg2reg start=upc_reg.upc[0], P&R area growth vs syn=99.4%, Syn Area/Cell=7.70 µm², number of synthesized flops with an enable pin=0, crit-path max FO=4, M1 wire length=1060 µm, endpoints left unconstrained=2, XOR Share, Synth=1.37%, Hold-fix buffers, CTS=0, Fmax=roughly 470 MHz, post-route minimum period=around 2100 ps, Hold WS=457 ps, Post-Route Setup TNS=-24.7 ps, WP data arrival=2260 ps, CTS Buffer Depth=2, row cnt=21, Routability Congestion=0.907, crit path launch type=flip-flop, top_reg_cell synth=dfrtp_1, RSZ-0062 raised after global routing=yes, Worst-Margin Slew=397 ps, routed len/inst=13.7 µm, first-pass GRT wire length=3620 µm, most used cell, CP=buf_6, met3 WL=324 µm, H-tree level count=1, top area contributor share=19.6%, fin. max-slew vios=0, vias in the first global route=802, register pins left without a clock=1, top sig layer=met3, crit path buf inv count=2, DRT iter0 DRCs=40, pwr/cell area=1540 nW/µm², Worst path max stage delay=520 ps, top post-synthesis cells by count=9 x nor2_1, 7 x a21oi_1, 7 x inv_1, Synth mux share=11.4%, Syn. warnings=4, io pins=21, Die Wd=80 µm, crit-path cells=buf_6, ha_4, buf_6, mux2i_4, or4b_1, a21o_1, a221o_1, o21a_1, drt via density=4.58, Power, Total=0.00196 W, port bufs=20, Adder Area Share=11.7%, max reg flops=5, CP Class=reg -> reg, DRC=0, Cell Type Count=32, Die H=around 80 µm, Total GRT Usage=6.91%, Hold Path Class=in -> async, Syn Inst Count=83, Clock Latency Late Sink=250 ps, post-synthesis simple-gate area fraction=20.2%, Slowest cell on crit path=or4b_1, Max Cap Viol=0, share of cells above drive strength 1=47.0%, largest net degree at the start of global routing=16, Req. time, crit path=approximately 2200 ps, Worst Setup SP=upc_reg.upc[0], CTS tree=built, AO/OA Area Share=23.5%, most common cell in the netlist=nor2_1, mapped cell area=639 µm², CTS buffer count=3, Init Core Util=18.7%, Synth async-reset ratio=~83%, post-DP HPWL=around 1600 µm
==> worst paths after layout <==
check / endpoint / slack, ps / depth (start not counted)
setup / recovery: upc_reg.upc[4] / -20 / 8
hold / removal: upc_reg.upc[4] / 460 / 2
setup reg to reg: upc_reg.upc[4] / -20 / 8
hold reg to reg: upc_reg.upc[0] / 780 / 3
max in group asynchronous: upc_reg.upc[0] / 1430 / 2
min in group clk0: upc_reg.upc[0] / 780 / 3
==> stage by stage <==
stage,area [µm²],cells,util (%)
floorplan,639,83,-
global placement,995,160,29.1
detailed placement,995,160,29.1
CTS,1160,175,34.0
global route,1270,180,37.3
finish,1270,180,37.3
==> cell usage in the layout, fill, tap and decap left out, types with 2 or more instances in the layout <==
cell,n
buf_4,30
a21oi_1,7
clkdlybuf4s50_1,7
dlygate4sd2_1,7
nor2_1,6
inv_1,5
mux2i_1,4
ha_4,4
buf_6,4
dfrtp_2,4
nand2_1,3
clkbuf_4,3
dlymetal6s2s_1,3
nor3_2,2
inv_2,2
a211oi_1,2
nor2_2,2
nand2_2,2
nand3_1,2
a221o_1,2
nor3_1,2
o31ai_1,2
a31oi_1,2
ha_1,2
clkdlybuf4s15_1,2
==> power by group <==
group | total [W] | leakage [nW] | internal [W] | switching (W)
clock | 0.000117 | 0.0150 | 0.0000722 | 0.0000452
sequential | 0.000252 | 0.0646 | 0.000157 | 0.0000947
combinational | 0.00159 | 0.541 | 0.000900 | 0.000694
total | 0.00196 | 0.621 | 0.00113 | 0.000834
==> area by class of cell <==
cell class / count / area, µm² / share of cell area, %
clock buffers: 4 / 26.3 / 2.06
flip-flops and latches: 6 / 145 / 11.4
multi-input cells: 63 / 556 / 43.6
well taps: 46 / 57.6 / 4.51
inverters: 7 / 26.3 / 2.06
repair buffers: 54 / 464 / 36.4
==> timing repair <==
action                                 4_1_cts  5_1_grt
pin swaps                                    5        8
setup endpoints to repair                   13       11
cloned                                       0        0
setup buffers                               11        6
endpoints found under the hold margin        0        0
gates resized                               29       22
==> per-layer routing <==
layer,vias to the layer above,GRT usage (%)
li1,397,-
met1,382,8.48
met2,45,10.3
met3,0,3.75
met4,0,1.76
met5,-,0
==> logic make-up (layout without fill, tap and decap cells) <==
| logic type | Yosys count | after routing |
|---|---|---|
| multiplexers | 7 | 7 |
| AND/OR/NAND/NOR | 27 | 27 |
| flip-flops | 5 | 5 |
| latches | 1 | 1 |
| XOR/XNOR | 1 | 1 |
| AND-OR/OR-AND | 22 | 22 |
| adder cells (fa/ha/maj) | 6 | 6 |
| buffers and inverters | 14 | 65 |
Power figures rest on the tool's default switching activity, not on a simulated workload.
