### run.sh
#!/bin/bash
# OpenROAD 26Q1-2900-gdf79404cd8, Yosys 0.63+post, stock flow scripts
make -C /OpenROAD-flow-scripts/flow DESIGN_CONFIG=/design/flow/config.mk WORK_HOME=/design/flow/orfs finish
### config.mk
export PLATFORM = sky130hd
export DESIGN_NAME = signed_mult
export DESIGN_NICKNAME = signed_mult
export VERILOG_FILES = /design/flow/design.v
export SDC_FILE = /design/flow/constraint.sdc
export NUM_CORES = 4
export LEC_CHECK = 1
export CORE_UTILIZATION = 50
### design.v
module signed_mult (
  output logic signed[15:0]	out,
  input			            clk,
  input        signed[ 7:0] a,
  input        signed[ 7:0] b);
  logic	signed [ 7:0] 	a_reg;
  logic	signed [ 7:0] 	b_reg;
  wire 	signed [15:0]	mult_out;
  assign mult_out = a_reg * b_reg;
  always @(posedge clk) begin			 
		a_reg <= a;						 
		b_reg <= b;
		out   <= mult_out;				 
  end
endmodule
### constraint.sdc
current_design signed_mult

set clk_period 5.8
set clk_io_pct 0.2

create_clock -name clk0 -period $clk_period [get_ports {clk}]

set non_clock_inputs [all_inputs -no_clocks]
set_input_delay [expr $clk_period * $clk_io_pct] -clock clk0 $non_clock_inputs
set_output_delay [expr $clk_period * $clk_io_pct] -clock clk0 [all_outputs]
==> results.json <==
{
  "drtIter0Drc": 23,
  "grt_pass1_vias": 2074,
  "top_area_cell": "fa_1",
  "min_to": "out[0]",
  "wl_per_cell_um": 12.1,
  "synth_warnings": 1,
  "dp_slack_ns": 1.55,
  "total_power_mw": 1.53,
  "rrSetupSlack_ns": 1.56,
  "status": "finished, final reports clean",
  "syn_area_um2": 3190,
  "cts_inserted_buffers": 5,
  "final_util_pct": 61.7,
  "fillers": 515,
  "vias_per_cell": 4.59,
  "core_um2": 6030,
  "slew_headroom_pct": 79.1,
  "p_leak_nw": 1.81,
  "wl_um": 5340,
  "r2r-start": "b_reg[4]",
  "grt_overflow": 0,
  "clock_latency_ns": 0.29,
  "hold_path.class": "reg2reg",
  "timing.final.ws_setup_ns": 1.56,
  "yosys_cells": 325,
  "critPathRequiredTime_ns": 5.97,
  "grt_pass1_wl_um": 9530,
  "final_hold_viol_count": 0,
  "rsz0062_at_grt": "false",
  "syn_avg_cell_area_um2": 9.83,
  "io_pins": 33,
  "grtUsageTotal_pct": 20.1,
  "whs_ns": 0.574,
  "critPathMaxFanout": 8,
  "hold_buffers": 0,
  "critPathKind": "reg2reg",
  "cts_tree": "built",
  "setup-tns-final_ns": 0,
  "grt_max_degree": 12,
  "synth-edff-count": 0,
  "die_w_um": 81.9,
  "final_layout_size_suffix_gt1_share_pct": 3.29,
  "cap_violations": 0,
  "cts_root_buf": "clkbuf_8",
  "die-area_um2": 6710,
  "dp_hpwl_um": 4440,
  "ant_nets": 0,
  "clk_pin_slew_ns": 0.08,
  "min_period_over_period_pct": 73.1,
  "top_cell": "inv_1",
  "netlist_instances": 325,
  "critPathCaptureType": "flop",
  "num_rows": 28,
  "gp_congestion": 0.830,
  "fp_util_pct": 53.0,
  "ff_type": "dfxtp_1",
  "netlist.area_leader.share_pct": 34.5,
  "r2r-end": "out[15]",
  "drt_first_pass_iters": 4,
  "antenna_found_initial": 0,
  "peakVddDrop_mv": 0.324,
  "clock_path_buffers": 2,
  "portBuffers": 32,
  "diodes": 0,
  "synth-async-reset-ratio_pct": 0,
  "drv_slew": 0,
  "tightest_slew_ns": 0.312,
  "ys_types": 29,
  "reg2regPathDepth": 15,
  "synthTopCellsByArea": "fa_1, dfxtp_1, ha_1, inv_1, and2_1",
  "die_y_um": 81.9,
  "skew_ns": 0.0156,
  "setup_viol": 0,
  "largest_register_ffs": 16,
  "cts_resized": 0,
  "hold_start": "b_reg[0]",
  "drcViolationCount": 0,
  "ys_area_um2": 3190,
  "hold_depth": 1,
  "yosysSeqAreaShare_pct": 20.1,
  "post-route-min-period_ns": 4.24,
  "synthToLayoutAreaGrowth_pct": 16.5,
  "htree_levels": 2,
  "vias": 2019,
  "synthTopCellsByCount": "inv_1, fa_1, and2_1",
  "fmax_mhz": 236,
  "worst_setup_path_start_kind": "flop",
  "synth_flops": 32,
  "cts_setup_buffers": 0,
  "tool_warnings": 26,
  "p_per_area_nw_per_um2": 412,
  "critPathArrivalTime_ns": 4.41,
  "cts.sinks": 32
}
## worst max-delay path by stage
| stage | from | end | cells after the start |
|---|---|---|---|
| 6_report | b_reg[4] | out[15] | 15 |
| 5_1_grt | b_reg[7] | out[15] | 14 |
| 4_1_cts | b_reg[4] | out[15] | 15 |
## worst max-delay path, stage by stage, from the launching register on
cell,delay [ns]
dfxtp_1,0.39
and2_1,0.21
fa_1,0.53
inv_1,0.05
fa_1,0.47
inv_1,0.06
fa_1,0.53
inv_1,0.05
fa_1,0.52
inv_1,0.04
ha_1,0.35
a21o_1,0.21
a21oi_4,0.17
a21oi_2,0.10
o41ai_2,0.33
xnor2_1,0.11
## area by class of cell
class	count	area (µm²)	share of cell area [%]
Sequential cell	32	641	17.2
Clock inverter	3	42.5	1.14
Tap cell	75	93.8	2.52
Timing Repair Buffer	32	320	8.61
Clock buffer	5	68.8	1.85
Multi-Input combinational cell	205	2220	59.8
Inverter	88	330	8.88
## per-stage QoR
| step | area [µm²] | instances |
|---|---|---|
| 2_1_floorplan | 3190 | 325 |
| 3_3_place_gp | 3610 | 432 |
| 3_5_place_dp | 3610 | 432 |
| 4_1_cts | 3720 | 440 |
| 5_1_grt | 3720 | 440 |
| 6_report | 3720 | 440 |
## per-layer routing
layer  global-route usage [%]  up-vias  share of wire (%)
met2                     29.8       35                 42
met5                        0        -                  0
met4                     1.58        0               0.95
li1                         -     1035                  -
met3                     2.71        6                2.9
met1                     35.0      943                 54
## where the power goes
group          switching [mW]  total, mW  internal, mW
sequential             0.0250      0.313         0.288
combinational           0.501      0.998         0.496
clock                  0.0932      0.220         0.127
## layout by cell type (no fill, tap or decap), drive strengths merged, types with 3 or more instances in the layout
master and n:
a21oi 9, and2 43, clkbuf 5, clkdlybuf4s50 32
dfxtp 32, fa 55, ha 29, inv 88
nand2 15, nor2 10, nor2b 9, o21ai 4
xnor2 11, xor2 3
## kinds of logic after synthesis
kind of cell	share of synthesized area, %
compound gates	4.47
xor+xnor	3.84
fa+ha+maj	45.8
buf+inv	10.3
flops	20.1
mux	0.353
simple gates	15.1
Power is estimated from default activity; no workload was simulated.
