[config.mk]
export PLATFORM = sky130hd
export DESIGN_NAME = robs_control_unit_fsm
export DESIGN_NICKNAME = robs_control_unit_fsm
export VERILOG_FILES = /design/flow/design.v
export SDC_FILE = /design/flow/constraint.sdc
export NUM_CORES = 4
export LEC_CHECK = 1
export CORE_AREA = 10 10 70 70
export DIE_AREA = 0 0 80 80
[constraint.sdc]
current_design robs_control_unit_fsm

set clk_period 3.0
set clk_io_pct 0.2

create_clock -name clk0 -period $clk_period [get_ports {clk}]

set non_clock_inputs [all_inputs -no_clocks]
set_input_delay [expr $clk_period * $clk_io_pct] -clock clk0 $non_clock_inputs
set_output_delay [expr $clk_period * $clk_io_pct] -clock clk0 [all_outputs]
[design.v]
module robs_control_unit_fsm(
  input         clk, reset,
  input         zq, zy, zr,
  output[14:0]  c,
  output logic  done
);
parameter   S0  	= 5'b00000;  
parameter   S1  	= 5'b00001;  
parameter   S2  	= 5'b00010;	 
parameter   S3   	= 5'b00011;	 
parameter   S4   	= 5'b00100;	 
parameter   S5   	= 5'b00101;	 
parameter   S6 	    = 5'b00110;	 
parameter   S7 	    = 5'b00111;	 
parameter   S8   	= 5'b01000;	 
parameter   S9 	    = 5'b01001;	 
parameter   S10	    = 5'b01010;	 
parameter   S11     = 5'b01011;	 
parameter   S12 	= 5'b01100;  
parameter   S13 	= 5'b01101;  
parameter   S14  	= 5'b01111;	 
parameter   S15	    = 5'b10010;	 
parameter   S16	    = 5'b10011;	 
parameter   S17	    = 5'b10100;	 
logic [ 4:0]  state, nextstate;
logic [14:0]  controls;	
always @(posedge clk, posedge reset)			
  if (reset) state <= S0;
  else       state <= nextstate;
	always @( * )
	 case(state)
		S0:  nextstate = S1;
		S1:  nextstate = S2;
		S2:  nextstate = S3;
		S3:  case(zq)
			   0:       nextstate = S4;
			   1:       nextstate = S12;
			   default: nextstate = S0;   
			 endcase
		S4:  case(zr)
			   0:       nextstate = S5;
			   1:       nextstate = S6;
			   default: nextstate = S0;  
			 endcase
		S5:  nextstate = S6;
		S6:  case(zy)
			   0:       nextstate = S7;
			   1:       nextstate = S9;
			   default: nextstate = S0;  
			 endcase
		S7:  nextstate = S8;		
		S8:  nextstate = S10;	
		S9:  nextstate = S10;
		S10: nextstate = S11;
		S11: nextstate = S3;
		S12: case(zr)
			   0:      nextstate = S13;
			   1:      nextstate = S14;
			   default: nextstate = S0;  
			 endcase
		S13: nextstate = S14;
		S14: nextstate = S15;
		S15: nextstate = S16;
		S16: nextstate = S17;
		S17: begin nextstate = S17; done = 1; end
	 endcase
	assign c = controls;
	always_comb
	 case(state)
        S0:        	controls = 15'b000_0000_0000_0011;
		S1:       	controls = 15'b000_0000_0000_1100;
		S2:         controls = 15'b000_0011_0000_0000;
		S3:         controls = 15'b000_0000_0000_0000;
		S4:         controls = 15'b000_0000_0000_0000;
		S5:         controls = 15'b000_0101_0010_0000;
		S6:         controls = 15'b000_0000_0000_0000;
		S7:        	controls = 15'b001_0000_0000_0000;
		S8:   		controls = 15'b000_0000_0000_0000;
		S9:         controls = 15'b001_1000_0000_0000;
		S10:    	controls = 15'b010_0011_0101_0000;
		S11:  		controls = 15'b000_0000_0000_0000;
		S12:        controls = 15'b000_0000_0000_0000;   
		S13:       	controls = 15'b000_0001_0010_0000;
		S14:        controls = 15'b001_0000_0000_0000;
		S15:        controls = 15'b000_0011_0101_0000;
		S16:        controls = 15'b100_0000_1000_1000;	
		S17:        controls = 15'b000_0000_0000_0000;	
		default:    controls = 15'b000_0000_0000_0000;  
	 endcase
endmodule
[run.sh]
#!/bin/bash
# OpenROAD 26Q1-2900-gdf79404cd8, Yosys 0.63+post, stock flow scripts
make -C /OpenROAD-flow-scripts/flow DESIGN_CONFIG=/design/flow/config.mk WORK_HOME=/design/flow/orfs finish
==> Changelog: implementation <==
### Changed

- Critical path capture point type: output pin
- Die Size: 6400 µm²
- Ys cells: 81
- Simple share: a little under a third
- Net load switching power: roughly 28 µW
- Gr ovfl total: 0
- Initial DRC Count: 24
- Combinational Power Share: 6.0%
- Worst Path Required: about 2.4 ns
- Internal power: around 120 µW
- CTS-repair resized insts: 0
- CP Launch Point: state[2]
- Multiplexer share: 0%
- Core area: ~3400 µm²
- Vias: a little over 600
- Worst Hold Class: in2async
- Critical Path Start Type: flip-flop
- Largest net degree at the start of global routing: 22
- Share of layout cells above drive strength 1: 12.8%
- Pre-Place Util: roughly a fifth
- Die Wd: approximately 80 µm
- Crit share post-route: between 80 and 90%
- Register pins left without a clock: 5
- Post-synth EDFFs: 0
- YS chip area: 691 µm²
- Final worst slack: roughly 0.40 ns
- Placement Setup Slack: between 0.6 and 0.7 ns
- Fin. max-slew vios: 0
- TNS Setup: 0 ns
- Deepest clock path buffer count: 2
- First-pass GRT wire length: around 2.9 mm
- Worst VDD drop: 51.3 µV
- Drt wl/cell: roughly 12 µm
- Final hold violation count: 0
- Ant diodes: 0
- Sequential share of power: ~45%
- Clock power frac: slightly below 50%
- TritonCTS buffer count: 3
- Post-synthesis cell count: 81
- Power density over cell area: between 150 and 200 nW/µm²
- Post-synth top area cell: dfrtp_1
- GPL Wtd Cong: just under 0.8
- Number of unconstrained endpoints: 10
- Io pins: 21
- Clk root buf: clkbuf_4
- Residual DRC: 0
- Area leader share: 18.1%
- Clock period minus worst slack: around 2.6 ns
- Switch share: between 10% and 20%
- Commonest Layout Cell: clkdlybuf4s50_1
- Fin cells: approximately 140
- Adder Share, Synth: 0%
- Prevailing logic family in the synthesized netlist: simple AND/OR/NAND/NOR gates
- Worst Path Max Fanout: 17
- Fin Hold WS: between 0.5 and 0.6 ns
- Most frequent cells in the layout: clkdlybuf4s50_1, inv_1, nand2_1, dlxtn_1, dfrtp_1
- Setup Fix Bufs, Post-CTS: 0
- Syn Std Cell Area: around 700 µm²
- Met3 usage: between 1 and 1.5%
- Die H: 80 µm
- Top cells by area in the synthesized netlist: dfrtp_1, dlxtn_1, buf_4, nor4b_2, and4bb_1
- Ys flop type: dlxtn_1
- Htree depth: 1
- Registers, synthesis: 10
- Yosys aoi share: between 20 and 25%
- Yosys warnings: 1
- Fill cell total of the finished layout: around 390
- Row count: 21
- Fmax: ~380 MHz
- Layout Utilization: a little over a quarter
- Number of vias per cell: 4.34
- CTS hold repair buffers: 0
- Gr busiest metal: met2
- Max-cap viol count: 0
- CTS tree: built
- Ys async rst share: between 50% and 60%
- DP HPWL: 1.30 mm
- TritonRoute pass-1 iters: 4
- Placed Cells: ~140
- Avg Cell Area, Syn: 8.53 µm²
- Setup Crit Path Kind: reg2out
- Total tool warning count: 25
- CP Data Arrival Time: ~2.0 ns
- Max_slew headroom: 59.2%
- Met1 usage: under 10%
- Final setup violation count: 0
- Distinct cells, synth: ~40
- RSZ-0062 raised after global routing: false
- Area grow syn2layout: 29.5%
- Outcome: complete, no violations
- Total track usage: 5.33%
- Met2 usage: roughly 8%
- Xor and xnor fraction of the mapped netlist area: around 2.5%
- Port Buffers: 19
- Post-route ant nets: 0
- Routed WL: around 1.7 mm
- Vias in the first global route: between 500 and 600
- Measured slew at the worst slew-check pin: slightly above 0.6 ns
- Clock Pin Slew Worst Setup and Hold Paths: roughly 0.04 ns
- Pleak: approximately 0.33 nW
- Initial antenna violation count: 0
-- registers in the layout (all words and copies together), names as in the netlist --
name       count
state          5
nextstate      5
-- cell usage after synthesis, types with 2 or more instances --
master     n
nor2b_1    2
and4bb_1   2
o21ai_1    2
buf_6      2
xnor2_1    2
dlxtn_1    5
nor4b_2    2
dfrtp_1    5
o2bb2ai_1  2
a21oi_1    4
nor3b_1    2
buf_4      5
buf_2      5
nand2b_1   2
nor3_1     3
nor2_1     4
inv_1      5
nand2_1    5
-- how the worst max path moves through the flow --
stage,cells past startpoint,to,slack (ns)
5_1_grt,4,c[14],0.28
4_1_cts,4,c[8],0.40
6_report,4,c[14],0.40
-- power by group through the flow --
| stage | Sequential (mW) | Clock, mW | Combinational [mW] |
|---|---|---|---|
| finish | 0.0678 | 0.0747 | 0.00906 |
| global route | 0.0677 | 0.0850 | 0.0101 |
| CTS | 0.0678 | 0.0801 | 0.00919 |
-- layout make-up --
type | count | area, µm² | share of cell area (%)
inverter | 5 | 18.8 | 2.10
clock buffer | 4 | 26.3 | 2.94
sequential | 10 | 200 | 22.4
tap | 46 | 57.6 | 6.43
timing repair buffer | 21 | 205 | 22.9
multi-input combinational | 54 | 387 | 43.2
-- cells by family (layout without fill, tap and decap cells) --
logic type / Yosys count / count (layout)
simple gates: 30 / 30
compound gates: 21 / 21
buf+inv: 17 / 30
flops: 5 / 5
latches: 5 / 5
xor+xnor: 2 / 2
other cells: 1 / 1
-- routing by layer --
layer	up-vias	part of all wire, %
li1	304	-
met1	289	48
met2	13	46
met3	2	3.9
met4	0	1.8
met5	-	0
-- critical path, stage by stage, from the launching register on --
cell and delay (ns):
dfrtp_1 0.55, nor2_1 0.36, nand2_1 0.13, nor3_1 0.21, clkdlybuf4s50_1 0.52
-- through the flow --
step / cell area, µm² / power (mW)
3_3_place_gp: 868 / 0.0781
4_1_cts: 895 / 0.157
2_1_floorplan: 691 / 0.0723
3_5_place_dp: 868 / 0.0778
6_report: 895 / 0.152
5_1_grt: 895 / 0.163
No activity file was given, so power comes from the tool's default toggle rates.
